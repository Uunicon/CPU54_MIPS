File: run.sh
#!/bin/bash
# OpenROAD 26Q1-2900-gdf79404cd8, Yosys 0.63+post, stock flow scripts
make -C /OpenROAD-flow-scripts/flow DESIGN_CONFIG=/design/flow/config.mk WORK_HOME=/design/flow/orfs finish
File: config.mk
export PLATFORM = sky130hd
export DESIGN_NAME = seg7x16
export DESIGN_NICKNAME = seg7x16
export VERILOG_FILES = /design/flow/design.v
export SDC_FILE = /design/flow/constraint.sdc
export NUM_CORES = 4
export LEC_CHECK = 1
export CORE_UTILIZATION = 50
File: constraint.sdc
current_design seg7x16

set clk_period 2.0
set clk_io_pct 0.2

create_clock -name clk0 -period $clk_period [get_ports {clk}]

set non_clock_inputs [all_inputs -no_clocks]
set_input_delay [expr $clk_period * $clk_io_pct] -clock clk0 $non_clock_inputs
set_output_delay [expr $clk_period * $clk_io_pct] -clock clk0 [all_outputs]
File: design.v
`timescale 1ns / 1ps
module seg7x16(
    input clk,
     input reset,
     input cs,
     input [31:0] i_data,
     output [7:0] o_seg,
     output [7:0] o_sel
    );
    reg [5:0] cnt;
     always @ (posedge clk, posedge reset)
      if (reset)
        cnt <= 0;
      else
        cnt <= cnt + 1'b1;
    wire seg7_clk = cnt[5]; 
     reg [2:0] seg7_addr;
     always @ (posedge seg7_clk, posedge reset)
       if(reset)
          seg7_addr <= 0;
        else
          seg7_addr <= seg7_addr + 1'b1;
     reg [7:0] o_sel_r;
     always @ (*)
       case(seg7_addr)
          7 : o_sel_r = 8'b01111111;
          6 : o_sel_r = 8'b10111111;
          5 : o_sel_r = 8'b11011111;
          4 : o_sel_r = 8'b11101111;
          3 : o_sel_r = 8'b11110111;
          2 : o_sel_r = 8'b11111011;
          1 : o_sel_r = 8'b11111101;
          0 : o_sel_r = 8'b11111110;
        endcase
     reg [31:0] i_data_store;
     always @ (posedge clk, posedge reset)
       if(reset)
          i_data_store <= 0;
        else if(cs)
          i_data_store <= i_data;
     reg [7:0] seg_data_r;
     always @ (*)
       case(seg7_addr)
          0 : seg_data_r = i_data_store[3:0];
          1 : seg_data_r = i_data_store[7:4];
          2 : seg_data_r = i_data_store[11:8];
          3 : seg_data_r = i_data_store[15:12];
          4 : seg_data_r = i_data_store[19:16];
          5 : seg_data_r = i_data_store[23:20];
          6 : seg_data_r = i_data_store[27:24];
          7 : seg_data_r = i_data_store[31:28];
        endcase
     reg [7:0] o_seg_r;
     always @ (posedge clk, posedge reset)
       if(reset)
          o_seg_r <= 8'hff;
        else
          case(seg_data_r)
            4'h0 : o_seg_r <= 8'hC0;
          4'h1 : o_seg_r <= 8'hF9;
          4'h2 : o_seg_r <= 8'hA4;
          4'h3 : o_seg_r <= 8'hB0;
          4'h4 : o_seg_r <= 8'h99;
          4'h5 : o_seg_r <= 8'h92;
          4'h6 : o_seg_r <= 8'h82;
          4'h7 : o_seg_r <= 8'hF8;
          4'h8 : o_seg_r <= 8'h80;
          4'h9 : o_seg_r <= 8'h90;
          4'hA : o_seg_r <= 8'h88;
          4'hB : o_seg_r <= 8'h83;
          4'hC : o_seg_r <= 8'hC6;
          4'hD : o_seg_r <= 8'hA1;
          4'hE : o_seg_r <= 8'h86;
          4'hF : o_seg_r <= 8'h8E;
          endcase
     assign o_sel = o_sel_r;
     assign o_seg = o_seg_r;
endmodule
==> reports/results.txt <==
R2r endpoint -> o_seg_r[4]
IO Count -> 51
Slowest CP cell -> a221oi_1
Post-CTS Hold Fix Bufs -> 0
Slowest Stage Delay on Critical Path -> 0.41 ns
TNS Setup -> 0 ns
Number of unconstrained endpoints -> 11
WL final -> 4172 um
Die X -> 69.95 um
Crit path max-delay family -> AND-OR/OR-AND gates
Clock buffer count from CTS -> 5
Share of layout cells above drive strength 1 -> 33.62%
Peak VDD IR -> 514.1 uV
Hold WS -> 0.4379 ns
Worst Setup SP -> i_data_store[11]
Gpl congestion -> 0.8821
Initial DRC count -> 127
Status -> finished, final reports clean
Setup-failing EPs final -> 0
Yosys Chip Area -> 2308 um2
Via density -> 5.559
Tool warnings -> 30
CTS tree -> done
Comb area -> 1022 um2
Reg-to-reg startpoint -> i_data_store[11]
FF-to-FF path depth -> 5
Final hold vios -> 0
Ant diodes -> 0
Overflow after GRT -> 0
M2 GR Usage -> 30.45%
GR Util All Layers -> 19.17%
Max_cap viols -> 0
Yosys stat cell total -> 176
FP Core Util -> 52.65%
Register Area -> 1210 um2
Initial antenna violation count -> 0
Met1 Track Usage GR -> 30.29%
Final WS setup -> 0.2157 ns
Worst-path cell chain -> mux2_2 -> a221oi_1 -> a31oi_2 -> nor2_1 -> a22o_1
Die Y -> 69.95 um
Seq share, synth -> 52.41%
H-tree levels -> 2
Critical Path AT -> 2.01 ns
CP Launch Type -> register
Buf/Inv on CP -> 0
Rows -> 24
First-pass GRT wire length -> 7258 um
Skew-Pair Late Insertion Delay -> 0.29 ns
Worst-path fanout max -> 7
Register pins left without a clock -> 3
DRT antenna net count -> 0
Residual DRC -> 0
Stages on the worst setup path -> 5
Worst Setup EP -> o_seg_r[4]
Filler Cell Count -> 312
Commonest flop -> dfrtp_1
Distinct lib cells -> 39
Minimum clock period -> 1.784 ns
Post-detail-place hpwl -> 3190 um
Async S/R FF share, synth -> 100.0%
Die footprint -> 4892 um2
Met3 GRT Util -> 3.066%
Dpl ws -> 0.2030 ns
Yosys warning tally -> 1
Number of flops mapped to enable cells by yosys -> 0
Top achievable clock speed -> 560.4 MHz
Clock skew -> 0.002962 ns
Syn Area/Cell -> 13.12 um2
Power per cell area -> 664.2 nW/um2
Clock tree buffer depth -> 2
P_leak -> 1.233 nW
RSZ-0062 raised after global routing -> no
Clock slew at reported path FFs -> 0.08 ns
R2r setup slk -> 0.22 ns
WL per Instance -> 14.85 um
Max Slew Vio Count -> 0
Ys flops -> 48
Post-synthesis cell count -> 176
Vias in the first global route -> 1565
Synthesized cell area -> 2308 um2
CTS Root Cell -> clkbuf_8
CP Capture Type -> register
Area of the core -> 4384 um2
I/O Buffers -> 49
Final Cycle Share -> 89.21%
Iteration count of the initial detailed-routing pass -> 5
CP Class -> register to register
Most used routing layer -> met2
Routed via count -> 1562
Hold Crit Class -> primary input to async pin
WP data required -> 2.23 ns
Layout area overhead -> 29.16%
Pin count of the biggest net entering global routing -> 33
-- cell usage in the layout, fill, tap and decap left out, types with 2 or more instances in the layout --
cell type,synthesis,final
dfstp_2,7,7
a31o_2,4,4
clkdlybuf4s50_1,0,49
nor3_1,4,4
xnor2_1,3,3
xor2_1,2,2
o21ai_0,2,2
nand2_1,11,11
mux2_2,38,38
inv_1,10,9
a22o_2,5,5
a31oi_4,2,2
clkbuf_8,1,7
a31oi_2,1,2
ha_1,7,7
a221oi_1,4,3
a22o_1,2,2
buf_4,1,2
nand3_1,3,3
nor4_1,2,2
buf_12,0,2
dfrtp_1,41,41
nand4_1,4,4
o211ai_1,2,2
-- flip-flops by register name (all words and copies together) (netlist names) --
| name | count |
|---|---|
| cnt | 6 |
| i_data_store | 32 |
| o_seg_r | 7 |
| seg7_addr | 3 |
-- synth_stat cells, types with 2 or more instances --
| master | number | area share (%) |
|---|---|---|
| nand2_1 | 11 | 1.8 |
| dfrtp_1 | 41 | 44 |
| o21ai_0 | 2 | 0.43 |
| ha_1 | 7 | 3.8 |
| o211ai_1 | 2 | 0.65 |
| a22o_2 | 5 | 2.2 |
| a31oi_4 | 2 | 1.8 |
| nor4_1 | 2 | 0.54 |
| mux2_2 | 38 | 19 |
| dfstp_2 | 7 | 8.0 |
| a31o_2 | 4 | 1.5 |
| a221oi_1 | 4 | 1.5 |
| xor2_1 | 2 | 0.76 |
| nand3_1 | 3 | 0.65 |
| inv_1 | 10 | 1.6 |
| nand4_1 | 4 | 1.1 |
| clkbuf_1 | 2 | 0.33 |
| buf_1 | 3 | 0.49 |
| nor3_1 | 4 | 0.87 |
| a22o_1 | 2 | 0.76 |
| xnor2_1 | 3 | 1.1 |
-- cell families after synthesis --
kind of cell / share of synthesized area [%]
AOI/OAI and AO/OA: 11.82
xor gates and xnor gates: 1.897
adders and majority gates: 4.227
buffers and inverters: 3.848
DFF: 52.41
muxes: 18.54
other: 0.1624
and+or+nand+nor: 7.100
-- worst min path at each step --
stage	start	to	slack [ns]	cells past startpoint
after CTS	reset	i_data_store[9]	0.44	2
after global routing	reset	i_data_store[9]	0.46	2
final	reset	i_data_store[2]	0.44	2
-- final cells by class --
cell class / instances / share of cell area, %
sequential: 48 / 40.58
multi-input combinational: 110 / 34.28
timing repair buffer: 53 / 18.30
clock buffer: 7 / 3.231
tap: 52 / 2.182
inverter: 10 / 1.259
clock inverter: 1 / 0.1679
-- power breakdown --
part | internal (mW) | switching (mW) | total [mW]
combinational | 0.213 | 0.120 | 0.333
sequential | 1.01 | 0.0396 | 1.05
clock | 0.312 | 0.284 | 0.596
-- through the flow --
stage / std cells / util (%) / power [mW] / cell area, um2
2_1_floorplan: 176 / - / 1.244 / 2308
3_3_place_gp: 273 / 65.41 / 1.392 / 2868
3_5_place_dp: 273 / 65.41 / 1.405 / 2868
4_1_cts: 281 / 67.72 / 2.011 / 2969
5_1_grt: 281 / 68.01 / 2.092 / 2982
6_report: 281 / 68.01 / 1.980 / 2982
-- metal layers --
metal / wire length (um) / share of wire, %
met4: 40 / 0.96
met5: 0 / 0
met3: 212 / 5.1
met1: 1924 / 46
met2: 1996 / 48
-- timing repair --
item                                    in CTS  in global routing
gates resized                                0                  2
endpoints found under the setup margin       0                  1
endpoints found under the hold margin        0                  0
setup buffers                                0                  0
Power figures rest on the tool's default switching activity, not on a simulated workload.
